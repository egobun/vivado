--- design/flow/run.sh ---
#!/bin/bash
# OpenROAD 26Q1-2900-gdf79404cd8, Yosys 0.63+post, stock flow scripts
make -C /OpenROAD-flow-scripts/flow DESIGN_CONFIG=/design/flow/config.mk WORK_HOME=/design/flow/orfs finish
--- design/flow/config.mk ---
export PLATFORM = sky130hd
export DESIGN_NAME = serial_tx
export DESIGN_NICKNAME = serial_tx
export VERILOG_FILES = /design/flow/design.v
export SDC_FILE = /design/flow/constraint.sdc
export NUM_CORES = 4
export LEC_CHECK = 1
export CORE_UTILIZATION = 30
--- design/flow/constraint.sdc ---
current_design serial_tx

set clk_period 4.3
set clk_io_pct 0.2

create_clock -name clk0 -period $clk_period [get_ports {clk_in}]

set non_clock_inputs [all_inputs -no_clocks]
set_input_delay [expr $clk_period * $clk_io_pct] -clock clk0 $non_clock_inputs
set_output_delay [expr $clk_period * $clk_io_pct] -clock clk0 [all_outputs]
--- design/flow/design.v ---
module serial_tx(
                input [7:0] val_in,
                input trigger_in,
                input rst_in,
                input clk_in,
                output logic data_out = 1'b1);
    parameter   DIVISOR = 868;  
    logic [9:0]         shift_buffer = 10'd512;  
    logic [31:0]        count;
    logic [3:0]         i;
    logic               btn_was_pressed;
    logic step = 1'b0;
    always_ff @(posedge clk_in) begin
        if (rst_in) begin
            btn_was_pressed <= 1'b0;
            count <= 32'd0;
            i <= 4'd0;
            data_out <= 1'b0;
        end else if (trigger_in) begin
            btn_was_pressed <= 1'b1;
            shift_buffer[8:1] <= val_in;  
        end else if (btn_was_pressed) begin
            if (count == DIVISOR || step == 0) begin
                step = 1'b1;
                count <= 32'd0;
                data_out <= shift_buffer[i];
                if (i == 9) begin
                    i <= 4'd0;
                    btn_was_pressed <= 1'b0;
                end else begin
                    i <= i + 1;
                end
            end else begin
                count <= count + 1;
            end
        end
    end
endmodule
==> impl_metrics.py <==
# Synthesis and PnR figures
metrics = {
    "global_routing": {
        "overflow": 0,
        "grtUsageTotal": 0.110,
        "grt_pass1_wl_mm": 6.76,
        "grt_pass1_vias": 1558,
        "antenna_found_initial": 0,
        "grt_max_degree": 33,
    },
    "detailed_routing": {
        "route.detailed.drc": 0,
        "num_vias": 1620,
        "routedWlPerCell_um": 10.5,
        "via_per_inst": 4.59,
        "drtIter0Drc": 38,
        "num_antenna_cells": 0,
        "totalWireLength_mm": 3.71,
        "final_antenna_net_count": 0,
        "first_pass_iters": 4,
    },
    "worst_setup_path": {
        "path_buffers": 1,
        "slowest_stage": "or4_1",
        "critPathTopFamily": "simple AND/OR/NAND/NOR gates",
        "critPathKind": "primary input to flop",
        "cp.required_ns": 4.48,
        "worstPathCellList": "clkdlybuf4s50_1, nand4b_1, or4_1, nor4_1, xnor2_1, nor2_1",
        "crit_path_start_kind": "primary input",
        "arrival_ns": 2.92,
        "max_stage_delay_ns": 0.79,
        "crit_fanout": 11,
        "crit_path_end_kind": "flop",
    },
    "die": {
        "num_rows": 31,
        "io_pins": 12,
        "dieHeight_um": 88.2,
        "fp.coreArea_sq_mm": 0.00721,
        "die_w_um": 88.2,
        "dieArea_sq_mm": 0.00778,
        "initCoreUtil": 0.309,
    },
    "min_path": {
        "min_path_type": "flop to flop",
    },
    "logic_synthesis": {
        "synth-edff-count": 9,
        "synth_warnings": 1,
        "ys_area_sq_mm": 0.00223,
        "area_leaders": "dfxtp_1, edfxtp_1, xnor2_1",
        "avgSynthCellArea_sq_um": 9.17,
        "synthesis.area_sq_mm": 0.00223,
        "top_cell_area_share": 0.341,
        "ys_types": 45,
        "ys_seq_frac": 0.463,
        "synth_top_flop_cell": "dfxtp_1",
        "synth_flops": 47,
        "syn_inst": 243,
        "synth_top_cell_by_area": "dfxtp_1",
        "ys_cells": 243,
        "synth-async-reset-ratio": 0,
    },
    "clock_network": {
        "cts_tree": "done",
        "ctsHoldBuffers": 0,
        "cts_buffer_depth": 2,
        "cts_resized": 0,
        "cts_made_buffers": 5,
        "clock-root-buffer": "clkbuf_8",
        "h-tree-depth": 2,
        "cts.clk_slew.worst_paths_ns": 0.09,
        "cts_sinks": 47,
        "clk_latency_ns": 0.29,
        "cts_setup_buffers": 0,
    },
    "placement": {
        "io_buffer_count": 11,
        "post-dp-hpwl_mm": 2.49,
        "gp_congestion": 0.763,
    },
    "run_status": {
        "status": "complete, no violations",
    },
    "timing": {
        "tightest_slew_ns": 0.603,
        "rsz0062_at_grt": "no",
        "post-route-min-period_ns": 2.74,
        "holdWs_ns": 0.525,
        "finalClockSkew_ns": 0.00360,
        "slew_viol_final": 0,
        "setup_viol": 0,
        "fmax_ghz": 0.364,
        "fin_crit_sh": 0.638,
        "max-slew-margin-rel": 0.597,
        "hold_viol": 0,
        "tns_ns": 0,
    },
    "final_layout": {
        "final_common_cell": "nor2_1",
        "final_cell_mix": "nor2_1, dfxtp_1, xnor2_1, nor3_1, inv_1",
        "syn2layout_area_growth_pct": 12.9,
        "utilization": 0.349,
        "drive_above_1_share": 0.0906,
    },
    "pwr": {
        "p_leak_nw": 0.755,
        "ir_worst_vdd_mv": 0.161,
        "power_density_mw_per_mm2": 300,
    },
    "flow_run": {
        "tool_warnings": 26,
        "maxCapViolations": 0,
    },
}
-- cell usage after synthesis (2+ instances only) --
master / count
nor4_1: 7
nor2b_1: 3
nand2_1: 10
nand3_1: 8
o21ai_0: 2
nor2_1: 46
nor4bb_1: 2
and4_1: 5
ha_1: 2
dfxtp_1: 38
inv_1: 12
nor3_2: 2
a21oi_1: 5
a31o_2: 2
nor3_1: 16
edfxtp_1: 9
nand4_1: 9
xor2_1: 5
mux2i_1: 3
clkbuf_1: 4
xnor2_1: 26
buf_2: 4
-- final cells by class --
type	instances	area, sq um
fillers	764	4700
flip-flops and latches	47	1030
multi-input cells	174	1100
well taps	99	124
repair buffers	13	125
inverters	12	45.0
clock buffers	5	68.8
clock inverters	3	20.0
-- layer usage --
layer  GRT usage  part of all wire
met2       0.171              0.43
met3      0.0210             0.030
met5           0                 0
met1       0.171              0.53
met4      0.0117            0.0057
-- flip-flops by register name, summed over array words and instances, names as in the netlist --
name             flops
count               32
shift_buffer         8
i                    4
btn_was_pressed      1
data_out             1
step                 1
-- path summary, 6_finish.rpt --
check / start / end / slack, ns / cells after the start
min: btn_was_pressed / btn_was_pressed / 0.53 / 2
max: trigger_in / count[19] / 1.56 / 6
min reg2reg: btn_was_pressed / btn_was_pressed / 0.53 / 2
max reg2reg: count[0] / count[17] / 2.22 / 8
-- stage by stage --
| step | setup WS, ns | instances | power, mW | cell area [sq um] |
|---|---|---|---|---|
| 2_1_floorplan | 2.07 | 243 | 0.487 | 2230 |
| 6_report | 1.56 | 353 | 0.754 | 2520 |
| 3_5_place_dp | 1.26 | 345 | 0.503 | 2430 |
| 5_1_grt | 1.39 | 353 | 0.785 | 2520 |
| 3_3_place_gp | 1.30 | 345 | 0.502 | 2430 |
| 4_1_cts | 1.57 | 353 | 0.770 | 2520 |
-- where the power goes --
group	total (mW)	switching (mW)	internal (mW)
clock	0.262	0.149	0.113
combinational	0.0310	0.0155	0.0154
sequential	0.461	0.00450	0.456
-- tightest hold or removal path, stage by stage, from the launching register on --
cell	delay (ns)
dfxtp_1	0.34
nor2_1	0.10
nor3_1	0.05
-- logic make-up after synthesis --
logic type	Yosys count	synth area share
and+or+nand+nor	121	0.297
DFF	47	0.463
xor gates and xnor gates	31	0.122
buffers and inverters	22	0.0427
AOI/OAI and AO/OA	15	0.0444
muxes	4	0.0185
adders and majority gates	2	0.0112
other	1	0.00168
Power figures rest on the tool's default switching activity, not on a simulated workload.
