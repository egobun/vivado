File: flow/run.sh
#!/bin/bash
# OpenROAD 26Q1-2900-gdf79404cd8, Yosys 0.63+post, stock flow scripts
make -C /OpenROAD-flow-scripts/flow DESIGN_CONFIG=/design/flow/config.mk WORK_HOME=/design/flow/orfs finish
File: flow/config.mk
export PLATFORM = sky130hd
export DESIGN_NAME = leds
export DESIGN_NICKNAME = leds
export VERILOG_FILES = /design/flow/design.v
export SDC_FILE = /design/flow/constraint.sdc
export NUM_CORES = 4
export LEC_CHECK = 1
export CORE_AREA = 10 10 70 70
export DIE_AREA = 0 0 80 80
File: flow/constraint.sdc
current_design leds

set clk_period 1.9
set clk_io_pct 0.2

create_clock -name clk0 -period $clk_period

set non_clock_inputs [all_inputs -no_clocks]
set_input_delay [expr $clk_period * $clk_io_pct] -clock clk0 $non_clock_inputs
set_output_delay [expr $clk_period * $clk_io_pct] -clock clk0 [all_outputs]
File: flow/design.v
module leds
    (
        input logic [3:0] SW,
        output logic CA,
        output logic CB,
        output logic CC,
        output logic CD,
        output logic CE,
        output logic CF,
        output logic CG,
        output logic DP,
        output logic [7:0] AN
    );
    logic [6:0] log_out;
    assign AN[7] = 1'b0;
    assign AN[6] = 1'b0;
    assign AN[5] = 1'b0;
    assign AN[4] = 1'b0;
    assign AN[3] = 1'b0;
    assign AN[2] = 1'b0;
    assign AN[1] = 1'b0;
    assign AN[0] = 1'b0;
    bin_to_seven_seg my_convert(SW,log_out);
    assign {CG,CF,CE,CD,CC,CB,CA} = ~log_out;
endmodule
`timescale 1ns / 1ps
module bin_to_seven_seg(
    input logic [3:0] bin_in,
    output logic [6:0] hex_out
    );
    always@ (bin_in)begin
      if(bin_in == 0)begin
              hex_out[0] = 1;
              hex_out[1] = 1;
              hex_out[2] = 1;
              hex_out[3] = 1;
              hex_out[4] = 1;
              hex_out[5] = 1;
              hex_out[6] = 0;
        end
      else if(bin_in == 4'b0001)begin
              hex_out[0] = 0;
              hex_out[1] = 1;
              hex_out[2] = 1;
              hex_out[3] = 0;
              hex_out[4] = 0;
              hex_out[5] = 0;
              hex_out[6] = 0;
        end
      else if(bin_in == 4'b0010)  begin
              hex_out[0] = 1;
              hex_out[1] = 1;
              hex_out[2] = 0;
              hex_out[3] = 1;
              hex_out[4] = 1;
              hex_out[5] = 0;
              hex_out[6] = 1;
        end
      else if(bin_in == 4'b0011)  begin
              hex_out[0] = 1;
              hex_out[1] = 1;
              hex_out[2] = 1;
              hex_out[3] = 1;
              hex_out[4] = 0;
              hex_out[5] = 0;
              hex_out[6] = 1;
        end
            if(bin_in == 4'd4)begin
              hex_out[0] = 0;
              hex_out[1] = 1;
              hex_out[2] = 1;
              hex_out[3] = 0;
              hex_out[4] = 0;
              hex_out[5] = 1;
              hex_out[6] = 1;
        end
      else if(bin_in == 4'd5)begin
              hex_out[0] = 1;
              hex_out[1] = 0;
              hex_out[2] = 1;
              hex_out[3] = 1;
              hex_out[4] = 0;
              hex_out[5] = 1;
              hex_out[6] = 1;
        end
      else if(bin_in == 4'd6)  begin
              hex_out[0] = 1;
              hex_out[1] = 0;
              hex_out[2] = 1;
              hex_out[3] = 1;
              hex_out[4] = 1;
              hex_out[5] = 1;
              hex_out[6] = 1;
        end
      else if(bin_in == 4'd7)  begin
              hex_out[0] = 1;
              hex_out[1] = 1;
              hex_out[2] = 1;
              hex_out[3] = 0;
              hex_out[4] = 0;
              hex_out[5] = 0;
              hex_out[6] = 0;
        end
      else if(bin_in == 4'd8)  begin
              hex_out[0] = 1;
              hex_out[1] = 1;
              hex_out[2] = 1;
              hex_out[3] = 1;
              hex_out[4] = 1;
              hex_out[5] = 1;
              hex_out[6] = 1;
        end
      else if(bin_in == 4'd9)  begin
              hex_out[0] = 1;
              hex_out[1] = 1;
              hex_out[2] = 1;
              hex_out[3] = 1;
              hex_out[4] = 0;
              hex_out[5] = 1;
              hex_out[6] = 1;
        end
     else if(bin_in == 4'd10)  begin
              hex_out[0] = 1;
              hex_out[1] = 1;
              hex_out[2] = 1;
              hex_out[3] = 0;
              hex_out[4] = 1;
              hex_out[5] = 1;
              hex_out[6] = 1;
        end
            if(bin_in == 4'd11)begin
              hex_out[0] = 0;
              hex_out[1] = 0;
              hex_out[2] = 1;
              hex_out[3] = 1;
              hex_out[4] = 1;
              hex_out[5] = 1;
              hex_out[6] = 1;
        end
      else if(bin_in == 4'd12)begin
              hex_out[0] = 1;
              hex_out[1] = 0;
              hex_out[2] = 0;
              hex_out[3] = 1;
              hex_out[4] = 1;
              hex_out[5] = 1;
              hex_out[6] = 0;
        end
      else if(bin_in == 4'd13)  begin
              hex_out[0] = 0;
              hex_out[1] = 1;
              hex_out[2] = 1;
              hex_out[3] = 1;
              hex_out[4] = 1;
              hex_out[5] = 0;
              hex_out[6] = 1;
        end
      else if(bin_in == 4'd14)  begin
              hex_out[0] = 1;
              hex_out[1] = 0;
              hex_out[2] = 0;
              hex_out[3] = 1;
              hex_out[4] = 1;
              hex_out[5] = 1;
              hex_out[6] = 1;
        end
      else if(bin_in == 4'd15)  begin
              hex_out[0] = 1;
              hex_out[1] = 0;
              hex_out[2] = 0;
              hex_out[3] = 0;
              hex_out[4] = 1;
              hex_out[5] = 1;
              hex_out[6] = 1;
        end
    end
endmodule
==> results.sh <==
# flow metrics
export IMPL_status="finished, final reports clean"
export IMPL_cp_arrival_ns=1.49
export IMPL_dpl_hpwl_um=666
export IMPL_setup_violations=0
export IMPL_core_area_um2=3420
export IMPL_die_area_um2=6400
export IMPL_overflow=0
export IMPL_cts_setup_buffers=0
export IMPL_syn_cell_area_um2=403
export IMPL_syn_area_per_cell_um2=7.46
export IMPL_power_leakage_nw=0.329
export IMPL_period_minus_slack_ns=1.87
export IMPL_ys_ff=7
export IMPL_syn_to_final_growth_pct=58.4
export IMPL_untimed_endpoints=7
export IMPL_vdd_drop_max_v=0.0000566
export IMPL_synth_top_cell_area_share_pct=26.1
export IMPL_drive_gt1_share_pct=26.1
export IMPL_final_antenna_net_count=0
export IMPL_gp_congestion=0.751
export IMPL_yosysWarnings=2
export IMPL_power_density_nw_per_um2=161
export IMPL_cts_hold_buf=0
export IMPL_crit_path_end_kind="primary output"
export IMPL_post_route_period_util_pct=98.4
export IMPL_grt_pass1_wl_um=1560
export IMPL_drc=0
export IMPL_first_pass_iters=3
export IMPL_synth_edff_count=0
export IMPL_track_usage_pct=2.89
export IMPL_n_antenna_cell=0
export IMPL_rows=21
export IMPL_fmax_ghz=0.535
export IMPL_ys_cells=54
export IMPL_warnings=34
export IMPL_ys_top_cells_by_area="dlxtn_1, buf_4, inv_1, a21oi_1, buf_2"
export IMPL_setup_slack_ns=0.0300
export IMPL_grt_pass1_vias=335
export IMPL_yosys_area_top_type="dlxtn_1"
export IMPL_post_place_ws_ns=-0.915
export IMPL_largest_reg_flops=7
export IMPL_rsz0062_at_grt="yes"
export IMPL_worstPathMaxFanout=14
export IMPL_die_width_um=80
export IMPL_yosysUniqueCellTypes=24
export IMPL_path_class="primary input to primary output"
export IMPL_syn_inst=54
export IMPL_pin_count=20
export IMPL_hold_viol=0
export IMPL_top_cell="buf_4"
export IMPL_ff_type="dlxtn_1"
export IMPL_start_kind="primary input"
export IMPL_ys_async_sr_fraction_pct=0
export IMPL_antenna_found_initial=0
export IMPL_common_cells="buf_4, dlxtn_1, inv_1, a21oi_1, buf_2"
export IMPL_num_fill_cells=397
export IMPL_port_buffers=11
export IMPL_via_per_inst=2.97
export IMPL_first_iter_violations=26
export IMPL_unclocked_regs=7
export IMPL_drv_slew=0
export IMPL_grt_max_degree=15
export IMPL_wirelength_um=928
export IMPL_drv_cap=0
export IMPL_num_vias=342
export IMPL_wl_per_cell_um=8.07
export IMPL_die_h_um=80
export IMPL_fp_util_pct=11.8
export IMPL_cp_data_required_time_ns=1.52
export IMPL_comb_area_um2=273
export IMPL_flop_area_um2=108
export IMPL_ys_area_um2=403
[timing repair]
item	4_1_cts	5_1_grt
cloned	2	0
gates resized	52	8
setup endpoints to repair	7	5
pin swaps	9	4
[power breakdown]
group,internal (W),switching [W],total (W),leakage (nW)
Sequential,0.0000146,0.00000136,0.0000159,0.0576
Combinational,0.0000522,0.0000347,0.0000869,0.272
Clock,0,0,0,0
Total,0.0000668,0.0000360,0.000103,0.329
[cell usage in the layout (no fill, tap or decap)]
cell              n
mux2_4            1
a31oi_1           2
inv_1             7
dlxtn_2           2
or3b_1            1
nor3b_4           1
a211oi_2          1
a21oi_2           1
nor3_2            1
clkdlybuf4s15_1   1
conb_1           16
buf_4             1
nor2b_4           1
a21o_1            1
nand2_4           1
o2bb2ai_1         1
dlygate4sd2_1     3
nand2b_1          2
buf_16            2
o21ai_0           2
buf_12            3
buf_2             1
a311oi_1          1
nor3_1            1
clkbuf_2          2
dlxtn_1           5
nor2_1            1
and2b_1           1
a21oi_1           4
xor2_1            1
o22a_1            1
[cell families (layout without fill, tap and decap cells)]
group / Yosys count / in the layout / synth area share [%]
other: 1 / 16 / 0.931
latches: 7 / 7 / 26.1
muxes: 1 / 1 / 2.79
AOI/OAI and AO/OA: 14 / 14 / 22.1
and+or+nand+nor: 10 / 10 / 16.1
xor gates and xnor gates: 1 / 1 / 2.17
buffers and inverters: 20 / 20 / 29.8
[worst max-delay path by stage]
stage	depth (start not counted)	slack, ns	endpoint	startpoint
after CTS	7	-0.005	CB	SW[3]
after global routing	6	-0.05	CA	SW[1]
final	6	0.03	CA	SW[1]
[through the flow]
| stage | cell area, um^2 | instances | utilization [%] | power (W) | TNS (ns) |
|---|---|---|---|---|---|
| final | 638 | 115 | 18.7 | 0.000103 | 0 |
| after global placement | 533 | 113 | 15.6 | 0.0000793 | -5.75 |
| after floorplan | 459 | 69 | - | 0.0000668 | 0 |
| after CTS | 636 | 115 | 18.6 | 0.000102 | -0.00505 |
| after detailed placement | 533 | 113 | 15.6 | 0.0000798 | -5.90 |
| after global routing | 638 | 115 | 18.7 | 0.000114 | -0.158 |
[worst max-delay path, stage by stage]
cell           delay, ns
buf_12              0.12
and2b_1             0.19
a31oi_1             0.19
dlxtn_2             0.36
inv_1               0.03
dlygate4sd2_1       0.22
[cell type report]
class / instances / share of cell area [%]
Tap cell: 46 / 9.02
Sequential cell: 7 / 16.9
Multi-Input combinational cell: 42 / 42.7
Inverter: 7 / 4.12
Timing Repair Buffer: 13 / 27.3
[metal layers]
| layer | vias up | track usage, % | part of all wire (%) |
|---|---|---|---|
| li1 | 189 | - | - |
| met1 | 140 | 4.51 | 52 |
| met2 | 13 | 3.85 | 38 |
| met3 | 0 | 1.02 | 9.4 |
| met4 | 0 | 0 | 0 |
| met5 | - | 0 | 0 |
Power figures rest on the tool's default switching activity, not on a simulated workload.
